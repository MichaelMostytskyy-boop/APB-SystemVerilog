File: run.sh
#!/bin/bash
# OpenROAD 26Q1-2900-gdf79404cd8, Yosys 0.63+post, stock flow scripts
make -C /OpenROAD-flow-scripts/flow DESIGN_CONFIG=/design/flow/config.mk WORK_HOME=/design/flow/orfs finish
File: config.mk
export PLATFORM = sky130hd
export DESIGN_NAME = apb_slave_simple
export DESIGN_NICKNAME = apb_slave_simple
export VERILOG_FILES = /design/flow/design.v
export SDC_FILE = /design/flow/constraint.sdc
export NUM_CORES = 4
export LEC_CHECK = 1
export CORE_UTILIZATION = 50
File: constraint.sdc
current_design apb_slave_simple

set clk_period 5.0
set clk_io_pct 0.2

create_clock -name clk0 -period $clk_period [get_ports {PCLK}]

set non_clock_inputs [all_inputs -no_clocks]
set_input_delay [expr $clk_period * $clk_io_pct] -clock clk0 $non_clock_inputs
set_output_delay [expr $clk_period * $clk_io_pct] -clock clk0 [all_outputs]
File: design.v
module apb_slave_simple (
    input  logic        PCLK,
    input  logic        PRESETn,
    input  logic [31:0] PADDR,
    input  logic        PSEL,
    input  logic        PENABLE,
    input  logic        PWRITE,
    input  logic [31:0] PWDATA,
    output logic [31:0] PRDATA,
    output logic        PREADY
);
    logic [31:0] regfile [0:3];
    logic [1:0]  addr_idx;
    assign addr_idx = PADDR[3:2];
    assign PREADY  = 1'b1;    
    always @(posedge PCLK or negedge PRESETn) begin
        if (!PRESETn) begin
            regfile[0] <= 32'b0;
            regfile[1] <= 32'b0;
            regfile[2] <= 32'b0;
            regfile[3] <= 32'b0;
        end
        else if (PSEL && PENABLE && PWRITE) begin
            regfile[addr_idx] <= PWDATA;
        end
    end
     always @(*) begin
        if (PSEL && !PWRITE)
            PRDATA = regfile[addr_idx];
        else
            PRDATA = 32'b0;
    end
endmodule
==> ds_physical_params.txt <==
Summary of implementation characteristics

Parameter                              Value

Finish
  Fraction of layout instances using a drive strength above 1    44.9%
  Layout fillers    858
  Registers with the highest flip-flop counts    regfile: 128 flops
  Final standard cell area without fillers    between 7000 and 8000 sq um
  Register ranked first by flip-flop count    regfile
  Max FFs per register    between 100 and 150
  Area Overhead vs Synth    23.2%

Final timing
  Slack of the critical path    between 1 and 1.5 ns
  Fin. max-slew vios    0
  Unrepaired setup endpoints after global routing    no
  Final Hold Violating Endpoints    0
  Peak clock frequency supported by timing    0.256 GHz
  Setup Total Neg Slack    0 ns
  Final setup viols    0
  Minimum hold slack    0.482 ns
  Relative slew slack    around 57%
  Final worst clock skew    0 ns
  Final critical delay including setup and external delays    3.90 ns
  Final worst path period share    slightly below 80%
  Worst-Margin Slew    around 0.65 ns

Run status
  Outcome    finished, final reports clean

Floorplanning
  Floorplan core area    between 10000 and 15000 sq um
  DIE HEIGHT    111 um
  Chip Width    111 um
  Core utilization before placement    51.6%
  I/O pin cnt    between 100 and 150
  FP Rows    39
  Area of the die    ~12000 sq um

Clock network
  Clock tree root buffer cell    sky130_fd_sc_hd__clkbuf_16
  Clock latency on the worst-skew pair    0.40 ns
  Inserted Clock Buffers    17
  Clock tree from TritonCTS    yes
  Number of buffers inserted by hold repair at cts    0
  Buffers inserted during post-CTS setup optimization    0
  Total clock sinks    128
  H-tree levels    4
  Max clock buf depth    2
  Clock input transition at the sequential cells of the worst setup and hold paths    0.05 ns
  Post-CTS sizing    0

Job
  Tool warning count    56
  Number of maximum-capacitance constraint violations    0

Setup path
  Max FO, Critical Path    16
  Worst setup EP type    output port
  Crit path DRT    4.00 ns
  Critical Path AT    2.90 ns
  R2r startpoint    regfile[0][4]
  Register-to-Register Setup Slack    4.22 ns
  Critical Path Source Type    input port
  FF-to-FF End    regfile[0][4]
  Critical path class    input port to output port
  Depth of the worst register-to-register path    1

Yosys
  Total of warnings raised by yosys    2
  Cells taking the most area after synthesis    sky130_fd_sc_hd__dfrtp_1, sky130_fd_sc_hd__mux2_2, sky130_fd_sc_hd__mux4_2, sky130_fd_sc_hd__mux2_4, sky130_fd_sc_hd__nor2b_1
  Average size of a mapped cell    approximately 17 sq um
  Share of the synthesized area in the top cell type    a little over half
  Area of the mapped netlist    5920 sq um
  Library cell with the largest summed area after synthesis    sky130_fd_sc_hd__dfrtp_1
  Commonest register cell after synthesis    sky130_fd_sc_hd__dfrtp_1
  Fraction of registers with async set/reset    100%
  Number of synthesized flops with an enable pin    0
  Sequential-to-total area share from yosys stat    54.1%
  Area of the synthesized netlist per yosys stat    5920 sq um
  Post-synthesis cell type with the largest instance count    sky130_fd_sc_hd__dfrtp_1
  Tally of unique sky130hd cells used after synthesis    18
  Flop and latch count out of synthesis    approximately 130
  Ranking of synthesized cells by instance count    sky130_fd_sc_hd__dfrtp_1, sky130_fd_sc_hd__mux2_2, sky130_fd_sc_hd__mux4_2, sky130_fd_sc_hd__nor2b_1, sky130_fd_sc_hd__mux2_4
  Cell count after synthesis    355
  Number of cells in Yosys stat    355

Detailed routing
  Starting DRC count in detailed routing    about 100
  Total inserted antenna cells    0
  Via count of the routed design    ~3300
  Routed Antenna Nets    0
  Total wire length after detailed routing    11300 um
  Detailed-router iteration count before antenna repair    4
  DR DRC count    0
  Average wire per cell in the routed design    19.4 um
  Vias per std cell    5.57

Placed design
  Post-DP Area    between 6000 and 7000 sq um
  Post-placement setup slack    between 1 and 1.5 ns
  Gp weighted congestion    about 0.74
  HPWL after DPL    6620 um
  Number of port buffers    approximately 70

Worst hold path
  Type of the most critical hold path    flip-flop to flip-flop
  Destination of the worst hold path    regfile[0][7]
  Worst min-delay path startpoint    regfile[0][7]
  Instance count along the most critical hold path    1

Global routing
  Gr usage total    approximately a fifth
  Global-route wire length before repair    about 19000 um
  Pin count of the biggest net entering global routing    48
  Via count of the first global-routing pass    about 3500
  Global-route congestion overflow total    0
  Antenna violations before repair    0

Pwr
  Power per standard cell area    435 nW/um^2
  Post-layout power    3170 uW
  Leakage power of the design    0.00317 uW
  Worst vdd rail ir drop    ~0.33 mV
-- area by class of cell --
cell class	instances	area (sq um)	share of cell area (%)
Sequential cell	128	3200	43.9
Multi-Input combinational cell	200	2540	34.8
Timing Repair Buffer	80	763	10.5
Clock buffer	28	537	7.36
Tap cell	143	179	2.45
Clock inverter	4	70.1	0.961
Inverter	1	3.75	0.0515
-- how the worst max path moves through the flow --
| stage | start | endpoint | slack, ns | cells past startpoint |
|---|---|---|---|---|
| after CTS | PADDR[2] | PRDATA[2] | 1.01 | 5 |
| after global routing | PADDR[2] | PRDATA[2] | 0.92 | 5 |
| final | PADDR[2] | PRDATA[2] | 1.10 | 5 |
-- critical path, stage by stage --
cell and delay, ns:
sky130_fd_sc_hd__buf_2 0.44, sky130_fd_sc_hd__buf_4 0.36, sky130_fd_sc_hd__mux4_2 0.53, sky130_fd_sc_hd__nor2b_1 0.14
sky130_fd_sc_hd__clkdlybuf4s50_1 0.42
-- metal layers --
layer | global-route usage (%) | wire length, um | vias to the layer above
li1 | - | - | 1454
met1 | 35.9 | 5350 | 1715
met2 | 29.6 | 5160 | 78
met3 | 6.63 | 702 | 6
met4 | 1.96 | 106 | 0
met5 | 0 | 0 | -
-- report_power, final --
group	internal [uW]	switching [uW]	total [uW]
registers	1280	114	1390
logic	398	145	543
clock network	826	412	1240
total	2500	671	3170
-- stage by stage --
| step | util (%) | cells |
|---|---|---|
| 4_1_cts | 63.6 | 584 |
| 6_report | 63.6 | 584 |
| 5_1_grt | 63.6 | 584 |
| 2_1_floorplan | - | 355 |
| 3_3_place_gp | 58.3 | 552 |
| 3_5_place_dp | 58.3 | 552 |
-- cell usage in the layout (no fill, tap or decap), types with 7 or more instances in the layout --
cell type / n
sky130_fd_sc_hd__dfrtp_1: 128
sky130_fd_sc_hd__mux2_2: 90
sky130_fd_sc_hd__clkdlybuf4s50_1: 67
sky130_fd_sc_hd__mux4_2: 32
sky130_fd_sc_hd__nor2b_1: 32
sky130_fd_sc_hd__mux2_4: 30
sky130_fd_sc_hd__clkbuf_16: 17
sky130_fd_sc_hd__buf_4: 11
sky130_fd_sc_hd__mux2_1: 8
sky130_fd_sc_hd__clkbuf_8: 7
-- logic make-up after synthesis --
| family | share of synthesized area, % |
|---|---|
| multiplexers | 38.4 |
| AND/OR/NAND/NOR | 4.16 |
| buffers and inverters | 3.25 |
| flip-flops | 54.1 |
| other | 0.0633 |
Power and IR drop assume default switching activity.
