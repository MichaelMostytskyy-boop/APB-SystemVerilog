==> flow/design.v <==
module apb_master (
    input  logic        PCLK,       
    input  logic        PRESETn,    
    input  logic [1:0]  mux,        
    input  logic [31:0] wdata_in,   
    input  logic [31:0] addr_in,    
    output logic [31:0] PADDR,      
    output logic        PSEL,       
    output logic        PENABLE,    
    output logic        PWRITE,     
    output logic [31:0] PWDATA,     
    input  logic [31:0] PRDATA,     
    input  logic        PREADY      
);
    logic [31:0] addr_reg;    
    logic [31:0] wdata_reg;   
    logic [31:0] rdata_reg;   
    logic        write_reg;   
    typedef enum logic [1:0] {
        IDLE,     
        SETUP,    
        ACCESS    
    } apb_state;
    apb_state current_state, next_state;
always @(posedge PCLK or negedge PRESETn) begin
    if (~PRESETn)
    current_state<=IDLE; 
    else
     current_state<=next_state; 
end
   always @(*) begin
        next_state = current_state;  
        case (current_state)
            IDLE: begin
                if (mux == 2'b01 || mux == 2'b11) 
                    next_state = SETUP;
            end
            SETUP: begin
                next_state = ACCESS;   
            end
            ACCESS: begin
                if (PREADY)
                    next_state = IDLE; 
            end
            default: begin
                next_state = IDLE; 
            end
        endcase
    end
   always @(*) begin
        PSEL    = 1'b0;
        PENABLE = 1'b0;
        PWDATA  = wdata_reg;
        PWRITE = write_reg;
        PADDR = addr_reg;
        case (current_state)
            IDLE: begin
                PSEL = 1'b0;
                PENABLE = 1'b0;
            end
            SETUP: begin
                PSEL = 1'b1;
                PENABLE = 1'b0;
            end
            ACCESS: begin
                PSEL = 1'b1;
                PENABLE = 1'b1; 
             end
        endcase
    end
always @(posedge PCLK or negedge PRESETn) begin
    if (!PRESETn) begin
        write_reg <= 1'b0;
        wdata_reg <= 32'b0;
        rdata_reg <= 32'b0;
        addr_reg  <= 32'b0;
    end
    else begin
        if (current_state == IDLE && next_state == SETUP) begin
            write_reg <= (mux == 2'b11);  
            wdata_reg <= wdata_in;
            addr_reg  <= addr_in;
        end
        if (current_state == ACCESS && PREADY && !write_reg) begin
            rdata_reg <= PRDATA;
        end
    end
end
endmodule
==> flow/run.sh <==
#!/bin/bash
# OpenROAD 26Q1-2900-gdf79404cd8, Yosys 0.63+post, stock flow scripts
make -C /OpenROAD-flow-scripts/flow DESIGN_CONFIG=/design/flow/config.mk WORK_HOME=/design/flow/orfs finish
==> flow/config.mk <==
export PLATFORM = sky130hd
export DESIGN_NAME = apb_master
export DESIGN_NICKNAME = apb_master
export VERILOG_FILES = /design/flow/design.v
export SDC_FILE = /design/flow/constraint.sdc
export NUM_CORES = 4
export LEC_CHECK = 1
export CORE_UTILIZATION = 50
==> flow/constraint.sdc <==
current_design apb_master

set clk_period 12.4
set clk_io_pct 0.2

create_clock -name clk0 -period $clk_period [get_ports {PCLK}]

set non_clock_inputs [all_inputs -no_clocks]
set_input_delay [expr $clk_period * $clk_io_pct] -clock clk0 $non_clock_inputs
set_output_delay [expr $clk_period * $clk_io_pct] -clock clk0 [all_outputs]
==> results.sh <==
# flow metrics
export IMPL_layout_min_cycle_time_ns=4.01
export IMPL_grt_max_degree=42
export IMPL_drt_first_iter_violations=60
export IMPL_hold_viol=0
export IMPL_syn2layout_area_growth_pct=61.1
export IMPL_status="completed"
export IMPL_max_freq_ghz=0.249
export IMPL_place_gp_congestion=0.755
export IMPL_cts_max_path_buffers=2
export IMPL_static_leakage_power_nw=1.76
export IMPL_drtPass1Iterations=2
export IMPL_ys_flops=68
export IMPL_holdWs_ns=0.484
export IMPL_cts_tree="done"
export IMPL_drive_gt1_frac=0.119
export IMPL_yosys_warnings=1
export IMPL_r2r_start="current_state[0]"
export IMPL_clock_sinks=68
export IMPL_synth_area_top_cells="dfrtp_1 (66%), mux2_1 (22%), mux2_2 (6.6%)"
export IMPL_cts_hold_buf=0
export IMPL_hold_start="addr_reg[3]"
export IMPL_period_used=0.324
export IMPL_root_buffer="clkbuf_8"
export IMPL_syn_area_sq_mm=0.00255
export IMPL_crit_type="input pin to flop"
export IMPL_grt_pass1_vias=1881
export IMPL_tool_warnings=58
export IMPL_die_area_sq_mm=0.00540
export IMPL_port_buffer_count=135
export IMPL_endpoint_kind="flop"
export IMPL_hpwl_um=4170
export IMPL_slew_headroom=0.512
export IMPL_core_area_sq_mm=0.00482
export IMPL_worst_slew_pin_slew_ns=0.733
export IMPL_final_common_cell="clkdlybuf4s50_1"
export IMPL_synth_cell_types=13
export IMPL_die_h_um=73.5
export IMPL_fin_skew_ns=0.00589
export IMPL_yosys_stat_cells=149
export IMPL_worstPathMaxFanout=41
export IMPL_syn_inst=149
export IMPL_overflow=0
export IMPL_hold_class="flop to flop"
export IMPL_vias=1775
export IMPL_ys_area_sq_mm=0.00255
export IMPL_final_cell_area_sq_mm=0.00411
export IMPL_pin_count=168
export IMPL_worst_ep_arrival_time_ns=4.23
export IMPL_lay_top_cells="clkdlybuf4s50_1 (134), dfrtp_1 (67), mux2_1 (50)"
export IMPL_cts_clk_slew_worst_paths_ns=0.07
export IMPL_critical_path_startpoint="PREADY"
export IMPL_maxCapViolations=0
export IMPL_vdd_drop_max_mv=0.150
export IMPL_cp_start_kind="input pin"
export IMPL_post_cts_setup_buffers=0
export IMPL_cts_buffers=9
export IMPL_nFillCells=286
export IMPL_antenna_found_initial=0
export IMPL_top_cell_area_share=0.657
export IMPL_critPathRequiredTime_ns=12.61
export IMPL_p_per_area_mw_per_mm2=208
export IMPL_finalSetupViolCount=0
export IMPL_totalPowerFinal_uw=855
export IMPL_seq_area_frac_synth=0.667
export IMPL_diodes=0
export IMPL_avgRoutedWirePerCell_um=17.9
export IMPL_grt_usage=0.268
export IMPL_syn_avg_cell_area_sq_um=17.1
export IMPL_drv_slew=0
export IMPL_ctsHtreeMaxLevel=3
export IMPL_drtAntennaViolNets=0
export IMPL_cts_resized=0
export IMPL_dpl_cell_area_sq_mm=0.00395
export IMPL_die_w_um=73.5
export IMPL_placementRows=25
export IMPL_clock_latency_ns=0.33
export IMPL_yosys_area_top_type="dfrtp_1"
export IMPL_drt_wl_total_um=6480
export IMPL_rsz0062_at_grt="no"
export IMPL_grt_pass1_wl_um=9990
export IMPL_fp_util=0.530
export IMPL_vias_per_cell=4.90
export IMPL_drc_errors=0
export IMPL_setup_tns_ns=0
## final cells by class
cell class	count	area [sq um]	share of cell area
Clock buffer	13	159	0.0386
Inverter	3	11.3	0.00274
Timing Repair Buffer	138	1370	0.333
Tap cell	67	83.8	0.0204
Multi-Input combinational cell	71	778	0.189
Sequential cell	68	1700	0.414
Clock inverter	2	10.0	0.00243
## logic make-up (layout without fill, tap and decap cells)
| kind of cell | Yosys count | in the layout | synth area share |
|---|---|---|---|
| AOI/OAI and AO/OA | 3 | 3 | 0.00980 |
| buffers and inverters | 10 | 156 | 0.0314 |
| DFF | 68 | 68 | 0.667 |
| muxes | 65 | 65 | 0.287 |
| and+or+nand+nor | 3 | 3 | 0.00539 |
## worst paths after layout
path                                    endpoint  slack (ns)  cells past startpoint
max in group asynchronous       current_state[0]        9.24                      2
worst max register to register      addr_reg[20]       10.50                      4
worst min register to register       addr_reg[3]        0.48                      1
worst min-delay path                 addr_reg[3]        0.48                      1
min in group asynchronous            addr_reg[5]        2.21                      1
worst max-delay path                addr_reg[20]        8.39                      5
## worst max-delay path: stages
cell	delay [ns]
clkdlybuf4s50_1	0.48
inv_1	0.09
a211oi_4	0.26
buf_4	0.50
mux2_2	0.39
## report_power, final
group	internal, mW	switching, mW
logic	0.252	0.0617
clock network	0.0819	0.0756
registers	0.329	0.0553
total	0.663	0.193
## metal layers
metal | share of wire | track usage | wire (um) | up-vias
met5 | 0 | 0 | 0 | -
met2 | 0.42 | 0.353 | 2730 | 105
met3 | 0.14 | 0.151 | 936 | 13
li1 | - | - | - | 797
met4 | 0.019 | 0.0513 | 125 | 0
met1 | 0.41 | 0.420 | 2690 | 860
## Yosys cell counts
cell type / number
nand2_1: 2
o21ai_0: 1
a211oi_2: 1
buf_2: 1
mux2_1: 50
or2_2: 1
dfstp_2: 1
dfrtp_1: 67
buf_4: 1
a21o_1: 1
inv_1: 3
mux2_2: 15
buf_6: 5
## through the flow
step | setup slack (ns) | std cells | util
2_1_floorplan | 8.87 | 149 | -
3_3_place_gp | 8.08 | 347 | 0.819
3_5_place_dp | 8.08 | 347 | 0.819
4_1_cts | 8.38 | 362 | 0.854
5_1_grt | 8.30 | 362 | 0.854
6_report | 8.39 | 362 | 0.854
